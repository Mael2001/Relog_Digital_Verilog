==> design.v <==
module Controlador_MIN(
    input [5:0] MIN,
    input [5:0] AMIN,
    input CLK,
    input ALARM,
    output reg A3,
    output reg B3,
    output reg C3,
    output reg D3,
    output reg E3,
    output reg F3,
    output reg G3,
    output reg DP3,
    output reg A4,
    output reg B4,
    output reg C4,
    output reg D4,
    output reg E4,
    output reg F4,
    output reg G4,
    output reg DP4
);
initial begin
    A3=0;
    B3=0;
    C3=0;
    D3=0;
    E3=0;
    F3=0;
    G3=0;
    DP3=0;
    A4=0;
    B4=0;
    C4=0;
    D4=0;
    E4=0;
    F4=0;
    G4=0;
    DP4=1;
end
    reg[5:0] numero;
always @(posedge CLK)
begin
    if(ALARM)
    begin
        numero<=AMIN;
    end
    else
    begin
        numero<=MIN;
    end
 case(numero)
 0:
 begin
    A3<=1;
    B3<=1;
    C3<=1;
    D3<=1;
    E3<=1;
    F3<=1;
    G3<=0;
    A4<=1;
    B4<=1;
    C4<=1;
    D4<=1;
    E4<=1;
    F4<=1;
    G4<=0;
 end
 1:
 begin
    A3<=1;
    B3<=1;
    C3<=1;
    D3<=1;
    E3<=1;
    F3<=1;
    G3<=0;
    A4<=0;
    B4<=1;
    C4<=1;
    D4<=0;
    E4<=0;
    F4<=0;
    G4<=0;
 end
 2:
 begin
    A3<=1;
    B3<=1;
    C3<=1;
    D3<=1;
    E3<=1;
    F3<=1;
    G3<=0;
    A4<=1;
    B4<=1;
    C4<=0;
    D4<=1;
    E4<=1;
    F4<=0;
    G4<=1;
 end
 3:
 begin
    A3<=1;
    B3<=1;
    C3<=1;
    D3<=1;
    E3<=1;
    F3<=1;
    G3<=0;
    A4<=1;
    B4<=1;
    C4<=1;
    D4<=1;
    E4<=0;
    F4<=0;
    G4<=1;
 end
 4:
 begin
    A3<=1;
    B3<=1;
    C3<=1;
    D3<=1;
    E3<=1;
    F3<=1;
    G3<=0;
    A4<=0;
    B4<=1;
    C4<=1;
    D4<=0;
    E4<=0;
    F4<=1;
    G4<=1;
 end
 5:
 begin
    A3<=1;
    B3<=1;
    C3<=1;
    D3<=1;
    E3<=1;
    F3<=1;
    G3<=0;
    A4<=1;
    B4<=0;
    C4<=1;
    D4<=1;
    E4<=0;
    F4<=1;
    G4<=1;
 end
 6:
 begin
    A3<=1;
    B3<=1;
    C3<=1;
    D3<=1;
    E3<=1;
    F3<=1;
    G3<=0;
    A4<=1;
    B4<=0;
    C4<=1;
    D4<=1;
    E4<=1;
    F4<=1;
    G4<=1;
 end
 7:
 begin
    A3<=1;
    B3<=1;
    C3<=1;
    D3<=1;
    E3<=1;
    F3<=1;
    G3<=0;
    A4<=1;
    B4<=1;
    C4<=1;
    D4<=0;
    E4<=0;
    F4<=0;
    G4<=0;
 end
 8:
 begin
    A3<=1;
    B3<=1;
    C3<=1;
    D3<=1;
    E3<=1;
    F3<=1;
    G3<=0;
    A4<=1;
    B4<=1;
    C4<=1;
    D4<=1;
    E4<=1;
    F4<=1;
    G4<=1;
 end
 9:
 begin
    A3<=1;
    B3<=1;
    C3<=1;
    D3<=1;
    E3<=1;
    F3<=1;
    G3<=0;
    A4<=1;
    B4<=1;
    C4<=1;
    D4<=1;
    E4<=0;
    F4<=1;
    G4<=1;
 end
 10:
 begin
    A3<=0;
    B3<=1;
    C3<=1;
    D3<=0;
    E3<=0;
    F3<=0;
    G3<=0;
    A4<=1;
    B4<=1;
    C4<=1;
    D4<=1;
    E4<=1;
    F4<=1;
    G4<=0;
 end
 11:
 begin
    A3<=0;
    B3<=1;
    C3<=1;
    D3<=0;
    E3<=0;
    F3<=0;
    G3<=0;
    A4<=0;
    B4<=1;
    C4<=1;
    D4<=0;
    E4<=0;
    F4<=0;
    G4<=0;
 end
 12:
 begin
    A3<=0;
    B3<=1;
    C3<=1;
    D3<=0;
    E3<=0;
    F3<=0;
    G3<=0;
    A4<=1;
    B4<=1;
    C4<=0;
    D4<=1;
    E4<=1;
    F4<=0;
    G4<=1;
 end
 13:
 begin
    A3<=0;
    B3<=1;
    C3<=1;
    D3<=0;
    E3<=0;
    F3<=0;
    G3<=0;
    A4<=1;
    B4<=1;
    C4<=1;
    D4<=1;
    E4<=0;
    F4<=0;
    G4<=1;
 end
 14:
 begin
    A3<=0;
    B3<=1;
    C3<=1;
    D3<=0;
    E3<=0;
    F3<=0;
    G3<=0;
    A4<=0;
    B4<=1;
    C4<=1;
    D4<=0;
    E4<=0;
    F4<=1;
    G4<=1;
 end
 15:
 begin
    A3<=0;
    B3<=1;
    C3<=1;
    D3<=0;
    E3<=0;
    F3<=0;
    G3<=0;
    A4<=1;
    B4<=0;
    C4<=1;
    D4<=1;
    E4<=0;
    F4<=1;
    G4<=1;
 end
 16:
 begin
    A3<=0;
    B3<=1;
    C3<=1;
    D3<=0;
    E3<=0;
    F3<=0;
    G3<=0;
    A4<=1;
    B4<=0;
    C4<=1;
    D4<=1;
    E4<=1;
    F4<=1;
    G4<=1;
 end
 17:
 begin
    A3<=0;
    B3<=1;
    C3<=1;
    D3<=0;
    E3<=0;
    F3<=0;
    G3<=0;
    A4<=1;
    B4<=1;
    C4<=1;
    D4<=0;
    E4<=0;
    F4<=0;
    G4<=0;
 end
 18:
 begin
    A3<=0;
    B3<=1;
    C3<=1;
    D3<=0;
    E3<=0;
    F3<=0;
    G3<=0;
    A4<=1;
    B4<=1;
    C4<=1;
    D4<=1;
    E4<=1;
    F4<=1;
    G4<=1;
 end
 19:
 begin
    A3<=0;
    B3<=1;
    C3<=1;
    D3<=0;
    E3<=0;
    F3<=0;
    G3<=0;
    A4<=1;
    B4<=1;
    C4<=1;
    D4<=1;
    E4<=0;
    F4<=1;
    G4<=1;
 end
 20:
 begin
    A3<=1;
    B3<=1;
    C3<=0;
    D3<=1;
    E3<=1;
    F3<=0;
    G3<=1;
    A4<=1;
    B4<=1;
    C4<=1;
    D4<=1;
    E4<=1;
    F4<=1;
    G4<=0;
 end
 21:
 begin
    A3<=1;
    B3<=1;
    C3<=0;
    D3<=1;
    E3<=1;
    F3<=0;
    G3<=1;
    A4<=0;
    B4<=1;
    C4<=1;
    D4<=0;
    E4<=0;
    F4<=0;
    G4<=0;
 end
 22:
 begin
    A3<=1;
    B3<=1;
    C3<=0;
    D3<=1;
    E3<=1;
    F3<=0;
    G3<=1;
    A4<=1;
    B4<=1;
    C4<=0;
    D4<=1;
    E4<=1;
    F4<=0;
    G4<=1;
 end
 23:
 begin
    A3<=1;
    B3<=1;
    C3<=0;
    D3<=1;
    E3<=1;
    F3<=0;
    G3<=1;
    A4<=1;
    B4<=1;
    C4<=1;
    D4<=1;
    E4<=0;
    F4<=0;
    G4<=1;
 end
 24:
 begin
    A3<=1;
    B3<=1;
    C3<=0;
    D3<=1;
    E3<=1;
    F3<=0;
    G3<=1;  
    A4<=0;
    B4<=1;
    C4<=1;
    D4<=0;
    E4<=0;
    F4<=1;
    G4<=1;
 end
 25:
 begin
    A3<=1;
    B3<=1;
    C3<=0;
    D3<=1;
    E3<=1;
    F3<=0;
    G3<=1;  
    A4<=1;
    B4<=0;
    C4<=1;
    D4<=1;
    E4<=0;
    F4<=1;
    G4<=1;
 end
 26:
 begin
    A3<=1;
    B3<=1;
    C3<=0;
    D3<=1;
    E3<=1;
    F3<=0;
    G3<=1;  
    A4<=1;
    B4<=0;
    C4<=1;
    D4<=1;
    E4<=1;
    F4<=1;
    G4<=1;
 end
 27:
 begin
    A3<=1;
    B3<=1;
    C3<=0;
    D3<=1;
    E3<=1;
    F3<=0;
    G3<=1;  
    A4<=1;
    B4<=1;
    C4<=1;
    D4<=0;
    E4<=0;
    F4<=0;
    G4<=0;   
 end
 28:
 begin
    A3<=1;
    B3<=1;
    C3<=0;
    D3<=1;
    E3<=1;
    F3<=0;
    G3<=1;  
    A4<=1;
    B4<=1;
    C4<=1;
    D4<=1;
    E4<=1;
    F4<=1;
    G4<=1;
 end
 29:
 begin
    A3<=1;
    B3<=1;
    C3<=0;
    D3<=1;
    E3<=1;
    F3<=0;
    G3<=1; 
    A4<=1;
    B4<=1;
    C4<=1;
    D4<=1;
    E4<=0;
    F4<=1;
    G4<=1; 
 end
 30:
 begin
    A3<=1;
    B3<=1;
    C3<=1;
    D3<=1;
    E3<=0;
    F3<=0;
    G3<=1;
    A4<=1;
    B4<=1;
    C4<=1;
    D4<=1;
    E4<=1;
    F4<=1;
    G4<=0;
 end
 31:
 begin
    A3<=1;
    B3<=1;
    C3<=1;
    D3<=1;
    E3<=0;
    F3<=0;
    G3<=1;
    A4<=0;
    B4<=1;
    C4<=1;
    D4<=0;
    E4<=0;
    F4<=0;
    G4<=0;
 end
 32:
 begin
    A3<=1;
    B3<=1;
    C3<=1;
    D3<=1;
    E3<=0;
    F3<=0;
    G3<=1;
    A4<=1;
    B4<=1;
    C4<=0;
    D4<=1;
    E4<=1;
    F4<=0;
    G4<=1;
 end
 33:
 begin
    A3<=1;
    B3<=1;
    C3<=1;
    D3<=1;
    E3<=0;
    F3<=0;
    G3<=1;
    A4<=1;
    B4<=1;
    C4<=1;
    D4<=1;
    E4<=0;
    F4<=0;
    G4<=1;   
 end
 34:
 begin
    A3<=1;
    B3<=1;
    C3<=1;
    D3<=1;
    E3<=0;
    F3<=0;
    G3<=1;
    A4<=0;
    B4<=1;
    C4<=1;
    D4<=0;
    E4<=0;
    F4<=1;
    G4<=1;
 end
 35:
 begin
    A3<=1;
    B3<=1;
    C3<=1;
    D3<=1;
    E3<=0;
    F3<=0;
    G3<=1;
    A4<=1;
    B4<=0;
    C4<=1;
    D4<=1;
    E4<=0;
    F4<=1;
    G4<=1;
 end
 36:
 begin
    A3<=1;
    B3<=1;
    C3<=1;
    D3<=1;
    E3<=0;
    F3<=0;
    G3<=1;
    A4<=1;
    B4<=0;
    C4<=1;
    D4<=1;
    E4<=1;
    F4<=1;
    G4<=1;
 end
 37:
 begin
    A3<=1;
    B3<=1;
    C3<=1;
    D3<=1;
    E3<=0;
    F3<=0;
    G3<=1;
    A4<=1;
    B4<=1;
    C4<=1;
    D4<=0;
    E4<=0;
    F4<=0;
    G4<=0;
 end
 38:
 begin
    A3<=1;
    B3<=1;
    C3<=1;
    D3<=1;
    E3<=0;
    F3<=0;
    G3<=1;
    A4<=1;
    B4<=1;
    C4<=1;
    D4<=1;
    E4<=1;
    F4<=1;
    G4<=1;
 end
 39:
 begin
    A3<=1;
    B3<=1;
    C3<=1;
    D3<=1;
    E3<=0;
    F3<=0;
    G3<=1;
    A4<=1;
    B4<=1;
    C4<=1;
    D4<=1;
    E4<=0;
    F4<=1;
    G4<=1;
 end
 40:
 begin
    A3<=0;
    B3<=1;
    C3<=1;
    D3<=0;
    E3<=0;
    F3<=1;
    G3<=1;
    A4<=1;
    B4<=1;
    C4<=1;
    D4<=1;
    E4<=1;
    F4<=1;
    G4<=0;
 end
 41:
 begin
    A3<=0;
    B3<=1;
    C3<=1;
    D3<=0;
    E3<=0;
    F3<=1;
    G3<=1;
    A4<=0;
    B4<=1;
    C4<=1;
    D4<=0;
    E4<=0;
    F4<=0;
    G4<=0;
 end
 42:
 begin
    A3<=0;
    B3<=1;
    C3<=1;
    D3<=0;
    E3<=0;
    F3<=1;
    G3<=1;
    A4<=1;
    B4<=1;
    C4<=0;
    D4<=1;
    E4<=1;
    F4<=0;
    G4<=1;
 end
 43:
 begin
    A3<=0;
    B3<=1;
    C3<=1;
    D3<=0;
    E3<=0;
    F3<=1;
    G3<=1;
    A4<=1;
    B4<=1;
    C4<=1;
    D4<=1;
    E4<=0;
    F4<=0;
    G4<=1;
 end
 44:
 begin
    A3<=0;
    B3<=1;
    C3<=1;
    D3<=0;
    E3<=0;
    F3<=1;
    G3<=1;
    A4<=0;
    B4<=1;
    C4<=1;
    D4<=0;
    E4<=0;
    F4<=1;
    G4<=1;
 end
 45:
 begin
    A3<=0;
    B3<=1;
    C3<=1;
    D3<=0;
    E3<=0;
    F3<=1;
    G3<=1;
    A4<=1;
    B4<=0;
    C4<=1;
    D4<=1;
    E4<=0;
    F4<=1;
    G4<=1;
 end
 46:
 begin
    A3<=0;
    B3<=1;
    C3<=1;
    D3<=0;
    E3<=0;
    F3<=1;
    G3<=1;
    A4<=1;
    B4<=0;
    C4<=1;
    D4<=1;
    E4<=1;
    F4<=1;
    G4<=1;
 end
 47:
 begin
    A3<=0;
    B3<=1;
    C3<=1;
    D3<=0;
    E3<=0;
    F3<=1;
    G3<=1;
    A4<=1;
    B4<=1;
    C4<=1;
    D4<=0;
    E4<=0;
    F4<=0;
    G4<=0;
 end
 48:
 begin
    A3<=0;
    B3<=1;
    C3<=1;
    D3<=0;
    E3<=0;
    F3<=1;
    G3<=1;
    A4<=1;
    B4<=1;
    C4<=1;
    D4<=1;
    E4<=1;
    F4<=1;
    G4<=1;
 end
 49:
 begin
    A3<=0;
    B3<=1;
    C3<=1;
    D3<=0;
    E3<=0;
    F3<=1;
    G3<=1;
    A4<=1;
    B4<=1;
    C4<=1;
    D4<=1;
    E4<=0;
    F4<=1;
    G4<=1;
 end
 50:
 begin
    A3<=1;
    B3<=0;
    C3<=1;
    D3<=1;
    E3<=0;
    F3<=1;
    G3<=1;
    A4<=1;
    B4<=1;
    C4<=1;
    D4<=1;
    E4<=1;
    F4<=1;
    G4<=0;
 end
 51:
 begin
    A3<=1;
    B3<=0;
    C3<=1;
    D3<=1;
    E3<=0;
    F3<=1;
    G3<=1;
    A4<=0;
    B4<=1;
    C4<=1;
    D4<=0;
    E4<=0;
    F4<=0;
    G4<=0;
 end
 52:
 begin
    A3<=1;
    B3<=0;
    C3<=1;
    D3<=1;
    E3<=0;
    F3<=1;
    G3<=1;
    A4<=1;
    B4<=1;
    C4<=0;
    D4<=1;
    E4<=1;
    F4<=0;
    G4<=1;
 end
 53:
 begin
    A3<=1;
    B3<=0;
    C3<=1;
    D3<=1;
    E3<=0;
    F3<=1;
    G3<=1;
    A4<=1;
    B4<=1;
    C4<=1;
    D4<=1;
    E4<=0;
    F4<=0;
    G4<=1;
 end
 54:
 begin
    A3<=1;
    B3<=0;
    C3<=1;
    D3<=1;
    E3<=0;
    F3<=1;
    G3<=1;
    A4<=0;
    B4<=1;
    C4<=1;
    D4<=0;
    E4<=0;
    F4<=1;
    G4<=1;
 end
 55:
 begin
    A3<=1;
    B3<=0;
    C3<=1;
    D3<=1;
    E3<=0;
    F3<=1;
    G3<=1;
    A4<=1;
    B4<=0;
    C4<=1;
    D4<=1;
    E4<=0;
    F4<=1;
    G4<=1;
 end
 56:
 begin
    A3<=1;
    B3<=0;
    C3<=1;
    D3<=1;
    E3<=0;
    F3<=1;
    G3<=1;
    A4<=1;
    B4<=0;
    C4<=1;
    D4<=1;
    E4<=1;
    F4<=1;
    G4<=1;
 end
 57:
 begin
    A3<=1;
    B3<=0;
    C3<=1;
    D3<=1;
    E3<=0;
    F3<=1;
    G3<=1; 
    A4<=1;
    B4<=1;
    C4<=1;
    D4<=0;
    E4<=0;
    F4<=0;
    G4<=0;
 end
 58:
 begin
    A3<=1;
    B3<=0;
    C3<=1;
    D3<=1;
    E3<=0;
    F3<=1;
    G3<=1;
    A4<=1;
    B4<=1;
    C4<=1;
    D4<=1;
    E4<=1;
    F4<=1;
    G4<=1;
 end
 59:
begin
    A3<=1;
    B3<=0;
    C3<=1;
    D3<=1;
    E3<=0;
    F3<=1;
    G3<=1;
    A4<=1;
    B4<=1;
    C4<=1;
    D4<=1;
    E4<=0;
    F4<=1;
    G4<=1;
end
 default:
 begin
    A3<=1;
    B3<=1;
    C3<=1;
    D3<=1;
    E3<=1;
    F3<=1;
    G3<=0;
    A4<=1;
    B4<=1;
    C4<=1;
    D4<=1;
    E4<=1;
    F4<=1;
    G4<=0;
 end
endcase
end
endmodule
==> run.sh <==
#!/bin/bash
# OpenROAD 26Q1-2900-gdf79404cd8, Yosys 0.63+post, stock flow scripts
make -C /OpenROAD-flow-scripts/flow DESIGN_CONFIG=/design/flow/config.mk WORK_HOME=/design/flow/orfs finish
==> config.mk <==
export PLATFORM = sky130hd
export DESIGN_NAME = Controlador_MIN
export DESIGN_NICKNAME = Controlador_MIN
export VERILOG_FILES = /design/flow/design.v
export SDC_FILE = /design/flow/constraint.sdc
export NUM_CORES = 4
export LEC_CHECK = 1
export CORE_AREA = 10 10 99 99
export DIE_AREA = 0 0 109 109
==> constraint.sdc <==
current_design Controlador_MIN

set clk_period 3.6
set clk_io_pct 0.2

create_clock -name clk0 -period $clk_period [get_ports {CLK}]

set non_clock_inputs [all_inputs -no_clocks]
set_input_delay [expr $clk_period * $clk_io_pct] -clock clk0 $non_clock_inputs
set_output_delay [expr $clk_period * $clk_io_pct] -clock clk0 [all_outputs]
==> ci_impl_report.md <==
### Metrics collected by this job

| Metric | Value |
|---|---|
| Clock Power Share | `0.246` |
| Final HPWL from detailed placement | `roughly 2200 um` |
| Top_reg_cell synth | `dfxtp_1` |
| Clock Skew | `0.00409 ns` |
| Vias in the first global route | `~1100` |
| Switch Pwr | `182 uW` |
| H-tree depth | `1` |
| Status | `finished, final reports clean` |
| Worst setup margin | `about 1.6 ns` |
| Drt pass-1 iters | `6` |
| CP top delay family | `flip-flops` |
| Worst path bufs/invs | `1` |
| Die width | `about 110 um` |
| R2r startpoint | `numero[1]$_DFF_P_` |
| Post-synth EDFFs | `0` |
| Synth-to-Final Area Change | `25.3%` |
| Ports | `30` |
| GRT Total Usage | `0.0533` |
| Count of tool warnings | `30` |
| Die height | `approximately 110 um` |
| Initial antenna violation count | `0` |
| CP max stage cell | `dfxtp_1` |
| Kind of critical path | `register to register` |
| Worst hold path class | `register to register` |
| Post-CTS setup buffers | `0` |
| Top Layout Cells | `27 x clkdlybuf4s50_1, 19 x dfxtp_1, 11 x a21oi_1, 8 x mux2_2, 8 x nor2_1` |
| Share of layout cells above drive strength 1 | `0.120` |
| Gr ovfl total | `0` |
| CTS resizes | `0` |
| Clock sink count | `19` |
| Hold worst-path end | `E4$_DFF_P_` |
| Final core occ | `0.226` |
| Synth Instances | `around 160` |
| Sw frac | `0.298` |
| Delay of the slowest critical-path stage | `around 0.61 ns` |
| Fin crit share | `0.562` |
| Synth async-reset ratio | `0` |
| Root Driver | `clkbuf_8` |
| Post-layout minimum cycle time | `roughly 2.0 ns` |
| First-pass GRT wire length | `roughly 5300 um` |
| Crit-path cells | `inv_1 > ha_1 > nor2b_1 > a21boi_0 > o21ai_0 > a32oi_1` |
| Total CTS buffers | `3` |
| Sequential share of the synthesized area | `0.272` |
| Post-place setup slack | `about 1.7 ns` |
| Hold buffers post-CTS | `0` |
| Placed Area | `around 0.0017 mm^2` |
| Pwr Density | `approximately 350 mW/mm^2` |
| Hold Crit Start | `numero[0]$_DFF_P_` |
| Synthesized area per cell | `between 8 and 9 um^2` |
| Sum Neg Setup Slack | `0 ns` |
| Routability congestion estimate | `0.832` |
| Critical Path AT | `2.20 ns` |
| Fmax | `between 400 and 500 MHz` |
| First-iteration detailed-routing DRC count | `roughly 180` |
| Chip Area, Yosys | `about 0.0014 mm^2` |
| YS warnings | `1` |
| Crit path capture type | `register` |
| Hold Path Depth | `3` |
| Synthesized registers | `19` |
| Number of cells in Yosys stat | `160` |
| Post-Route WL | `3190 um` |
| # diodes | `0` |
| Worst R2R Setup Slack | `between 1.5 and 2 ns` |
| Slew HR | `0.521` |
| Post-route ant nets | `0` |
| Longest Clk Path Bufs | `2` |
| Clk slew on worst S/H paths | `approximately 0.080 ns` |
| Vias post-DR | `approximately 1200` |
| PortBufs | `27` |
| Peak VDD IR | `0.000139 V` |
| Final setup vio count | `0` |
| Measured slew at the worst slew-check pin | `0.718 ns` |
| Vias per cell | `around 4.3` |
| Die Area | `0.0119 mm^2` |
| Pin count of the biggest net entering global routing | `between 40 and 50` |
| Post-synth cell types | `48` |
| DRC viols | `0` |
| Clk latency late pin | `around 0.26 ns` |
| Crit path max fanout | `11` |
| Internal power | `about 430 uW` |
| Worst Setup Start Kind | `register` |
| Max-Cap Viols | `0` |
| Seq pwr share | `0.415` |
| Post-synthesis instance area | `0.00140 mm^2` |
| FP Core Util | `0.181` |
| Critical Path RT | `~3.8 ns` |
| Worst-case reg-to-reg path depth | `6` |
| Cell area after layout | `roughly 0.0017 mm^2` |
| RR Endpoint | `D4$_DFF_P_` |
| Final Max Slew Viols | `0` |
| CTS tree | `built` |
| Hold Vio Cnt, Final | `0` |
| Rows | `32` |
| Routed length per placed instance | `approximately 12 um` |
| Core ar. | `approximately 0.0077 mm^2` |
| Pleak | `roughly 0.00065 uW` |
| Pwr Total | `approximately 600 uW` |
| Logic pwr share | `0.339` |
| RSZ-0062 raised after global routing | `false` |
| Top cell excl fill/tap | `clkdlybuf4s50_1` |
==> registers in the layout, indices dropped and copies added, names as in the netlist <==
register	flops
D4	1
B3	1
G4	1
C4	1
G3	1
B4	1
F3	1
A4	1
C3	1
D3	1
numero	6
E3	1
E4	1
F4	1
==> cells by family (layout without fill, tap and decap cells) <==
logic type               count (synthesis)  after routing  share of synthesized area
AND-OR/OR-AND                           57             57                      0.300
XOR/XNOR                                 2              2                     0.0179
adder cells (fa/ha/maj)                  6              6                     0.0538
buffers and inverters                   24             39                     0.0950
flip-flops                              19             19                      0.272
multiplexers                            14             14                      0.108
other                                    2              2                    0.00538
AND/OR/NAND/NOR                         36             36                      0.148
==> layout make-up <==
cell class              count  area, um^2
repair buffers             30         293
clock inverters             1        5.00
clock buffers               3        41.3
multi-input cells         117         883
fillers                   840        5980
flip-flops and latches     19         380
well taps                 102         128
inverters                   5        18.8
==> Yosys cell counts (all sizes together) (3+ instances only) <==
master	instances	share of area
nand2	6	0.016
ha	6	0.054
dfxtp	19	0.27
buf	17	0.076
nor2b	6	0.029
mux2i	6	0.043
nand2b	5	0.022
o31ai	5	0.027
inv	5	0.013
o21ai	8	0.029
o22ai	3	0.013
a221oi	3	0.019
nand3b	3	0.016
and2b	3	0.016
a22oi	5	0.027
nor2	9	0.030
a21oi	11	0.039
mux2	8	0.065
o21a	3	0.016
==> worst reg2reg max path, cell delays in order, from the launching register on <==
cell and delay [ns]:
dfxtp_1 0.61, inv_1 0.21, ha_1 0.36, nor2b_1 0.20, a21boi_0 0.24, o21ai_0 0.13
a32oi_1 0.20
==> per-stage QoR <==
step | std cells | hold slack [ns]
after floorplan | 160 | 0.638
after global placement | 273 | 0.710
after detailed placement | 273 | 0.718
after CTS | 277 | 0.726
after global routing | 277 | 0.792
final | 277 | 0.726
==> routing by layer <==
metal	part of all wire	vias to the layer above	wire, um	track usage
li1	-	608	-	-
met1	0.49	535	1560	0.0737
met2	0.43	40	1360	0.0818
met3	0.079	2	251	0.0179
met4	0.0050	0	16	0.00565
met5	0	-	0	0
==> power groups by stage <==
stage	Clock (uW)	Sequential (uW)	Combinational [uW]
CTS	159	255	210
global route	172	258	231
finish	150	254	207
==> worst max-delay path by stage <==
stage	startpoint	to	slack (ns)	cells past startpoint
after global routing	numero[1]$_DFF_P_	D4$_DFF_P_	1.38	6
after CTS	numero[1]$_DFF_P_	D4$_DFF_P_	1.63	6
final	numero[1]$_DFF_P_	D4$_DFF_P_	1.58	6
Power figures rest on the tool's default switching activity, not on a simulated workload.
