`./constraint.sdc`:
```
current_design Controlador_HORA

set clk_period 1.7
set clk_io_pct 0.2

create_clock -name clk0 -period $clk_period [get_ports {CLK}]

set non_clock_inputs [all_inputs -no_clocks]
set_input_delay [expr $clk_period * $clk_io_pct] -clock clk0 $non_clock_inputs
set_output_delay [expr $clk_period * $clk_io_pct] -clock clk0 [all_outputs]
```
`./design.v`:
```
module Controlador_HORA(
    input [5:0] HORA,
    input CLK,
    input [5:0] AHORA,
    input ALARM,
    output reg A1,
    output reg B1,
    output reg C1,
    output reg D1,
    output reg E1,
    output reg F1,
    output reg G1,
    output reg DP1,
    output reg A2,
    output reg B2,
    output reg C2,
    output reg D2,
    output reg E2,
    output reg F2,
    output reg G2,
    output reg DP2
);
initial begin
    A1=0;
    B1=0;
    C1=0;
    D1=0;
    E1=0;
    F1=0;
    G1=0;
    DP1=0;
    A2=0;
    B2=0;
    C2=0;
    D2=0;
    E2=0;
    F2=0;
    G2=0;
    DP2=1;
end
    reg[5:0] numero;
always @(posedge CLK)
begin
    if(ALARM)
    begin
        numero<=AHORA;
    end
    else
    begin
        numero<=HORA;
    end
 case(numero)
 0:
 begin
    A1<=1;
    B1<=1;
    C1<=1;
    D1<=1;
    E1<=1;
    F1<=1;
    G1<=0;
    A2<=1;
    B2<=1;
    C2<=1;
    D2<=1;
    E2<=1;
    F2<=1;
    G2<=0;
 end
 1:
 begin
    A1<=1;
    B1<=1;
    C1<=1;
    D1<=1;
    E1<=1;
    F1<=1;
    G1<=0;
    A2<=0;
    B2<=1;
    C2<=1;
    D2<=0;
    E2<=0;
    F2<=0;
    G2<=0;
 end
 2:
 begin
    A1<=1;
    B1<=1;
    C1<=1;
    D1<=1;
    E1<=1;
    F1<=1;
    G1<=0;
    A2<=1;
    B2<=1;
    C2<=0;
    D2<=1;
    E2<=1;
    F2<=0;
    G2<=1;
 end
 3:
 begin
    A1<=1;
    B1<=1;
    C1<=1;
    D1<=1;
    E1<=1;
    F1<=1;
    G1<=0;
    A2<=1;
    B2<=1;
    C2<=1;
    D2<=1;
    E2<=0;
    F2<=0;
    G2<=1;
 end
 4:
 begin
    A1<=1;
    B1<=1;
    C1<=1;
    D1<=1;
    E1<=1;
    F1<=1;
    G1<=0;
    A2<=0;
    B2<=1;
    C2<=1;
    D2<=0;
    E2<=0;
    F2<=1;
    G2<=1;
 end
 5:
 begin
    A1<=1;
    B1<=1;
    C1<=1;
    D1<=1;
    E1<=1;
    F1<=1;
    G1<=0;
    A2<=1;
    B2<=0;
    C2<=1;
    D2<=1;
    E2<=0;
    F2<=1;
    G2<=1;
 end
 6:
 begin
    A1<=1;
    B1<=1;
    C1<=1;
    D1<=1;
    E1<=1;
    F1<=1;
    G1<=0;
    A2<=1;
    B2<=0;
    C2<=1;
    D2<=1;
    E2<=1;
    F2<=1;
    G2<=1;
 end
 7:
 begin
    A1<=1;
    B1<=1;
    C1<=1;
    D1<=1;
    E1<=1;
    F1<=1;
    G1<=0;
    A2<=1;
    B2<=1;
    C2<=1;
    D2<=0;
    E2<=0;
    F2<=0;
    G2<=0;
 end
 8:
 begin
    A1<=1;
    B1<=1;
    C1<=1;
    D1<=1;
    E1<=1;
    F1<=1;
    G1<=0;
    A2<=1;
    B2<=1;
    C2<=1;
    D2<=1;
    E2<=1;
    F2<=1;
    G2<=1;
 end
 9:
 begin
    A1<=1;
    B1<=1;
    C1<=1;
    D1<=1;
    E1<=1;
    F1<=1;
    G1<=0;
    A2<=1;
    B2<=1;
    C2<=1;
    D2<=1;
    E2<=0;
    F2<=1;
    G2<=1;
 end
 10:
 begin
    A1<=0;
    B1<=1;
    C1<=1;
    D1<=0;
    E1<=0;
    F1<=0;
    G1<=0;
    A2<=1;
    B2<=1;
    C2<=1;
    D2<=1;
    E2<=1;
    F2<=1;
    G2<=0;
 end
 11:
 begin
    A1<=0;
    B1<=1;
    C1<=1;
    D1<=0;
    E1<=0;
    F1<=0;
    G1<=0;
    A2<=0;
    B2<=1;
    C2<=1;
    D2<=0;
    E2<=0;
    F2<=0;
    G2<=0;
 end
 12:
 begin
    A1<=0;
    B1<=1;
    C1<=1;
    D1<=0;
    E1<=0;
    F1<=0;
    G1<=0;
    A2<=1;
    B2<=1;
    C2<=0;
    D2<=1;
    E2<=1;
    F2<=0;
    G2<=1;
 end
 13:
 begin
    A1<=0;
    B1<=1;
    C1<=1;
    D1<=0;
    E1<=0;
    F1<=0;
    G1<=0;
    A2<=1;
    B2<=1;
    C2<=1;
    D2<=1;
    E2<=0;
    F2<=0;
    G2<=1;
 end
 14:
 begin
    A1<=0;
    B1<=1;
    C1<=1;
    D1<=0;
    E1<=0;
    F1<=0;
    G1<=0;
    A2<=0;
    B2<=1;
    C2<=1;
    D2<=0;
    E2<=0;
    F2<=1;
    G2<=1;
 end
 15:
 begin
    A1<=0;
    B1<=1;
    C1<=1;
    D1<=0;
    E1<=0;
    F1<=0;
    G1<=0;
    A2<=1;
    B2<=0;
    C2<=1;
    D2<=1;
    E2<=0;
    F2<=1;
    G2<=1;
 end
 16:
 begin
    A1<=0;
    B1<=1;
    C1<=1;
    D1<=0;
    E1<=0;
    F1<=0;
    G1<=0;
    A2<=1;
    B2<=0;
    C2<=1;
    D2<=1;
    E2<=1;
    F2<=1;
    G2<=1;
 end
 17:
 begin
    A1<=0;
    B1<=1;
    C1<=1;
    D1<=0;
    E1<=0;
    F1<=0;
    G1<=0;
    A2<=1;
    B2<=1;
    C2<=1;
    D2<=0;
    E2<=0;
    F2<=0;
    G2<=0;
 end
 18:
 begin
    A1<=0;
    B1<=1;
    C1<=1;
    D1<=0;
    E1<=0;
    F1<=0;
    G1<=0;
    A2<=1;
    B2<=1;
    C2<=1;
    D2<=1;
    E2<=1;
    F2<=1;
    G2<=1;
 end
 19:
 begin
    A1<=0;
    B1<=1;
    C1<=1;
    D1<=0;
    E1<=0;
    F1<=0;
    G1<=0;
    A2<=1;
    B2<=1;
    C2<=1;
    D2<=1;
    E2<=0;
    F2<=1;
    G2<=1;
 end
 20:
 begin
    A1<=1;
    B1<=1;
    C1<=0;
    D1<=1;
    E1<=1;
    F1<=0;
    G1<=1;
    A2<=1;
    B2<=1;
    C2<=1;
    D2<=1;
    E2<=1;
    F2<=1;
    G2<=0;
 end
 21:
 begin
    A1<=1;
    B1<=1;
    C1<=0;
    D1<=1;
    E1<=1;
    F1<=0;
    G1<=1;
    A2<=0;
    B2<=1;
    C2<=1;
    D2<=0;
    E2<=0;
    F2<=0;
    G2<=0;
 end
 22:
 begin
    A1<=1;
    B1<=1;
    C1<=0;
    D1<=1;
    E1<=1;
    F1<=0;
    G1<=1;
    A2<=1;
    B2<=1;
    C2<=0;
    D2<=1;
    E2<=1;
    F2<=0;
    G2<=1;
 end
 23:
 begin
    A1<=1;
    B1<=1;
    C1<=0;
    D1<=1;
    E1<=1;
    F1<=0;
    G1<=1;
    A2<=1;
    B2<=1;
    C2<=1;
    D2<=1;
    E2<=0;
    F2<=0;
    G2<=1;
 end
 default:
 begin
    A1<=1;
    B1<=1;
    C1<=1;
    D1<=1;
    E1<=1;
    F1<=1;
    G1<=0;
    A2<=1;
    B2<=1;
    C2<=1;
    D2<=1;
    E2<=1;
    F2<=1;
    G2<=0;
 end
endcase
end
endmodule
```
`./config.mk`:
```
export PLATFORM = sky130hd
export DESIGN_NAME = Controlador_HORA
export DESIGN_NICKNAME = Controlador_HORA
export VERILOG_FILES = /design/flow/design.v
export SDC_FILE = /design/flow/constraint.sdc
export NUM_CORES = 4
export LEC_CHECK = 1
export CORE_AREA = 10 10 96 96
export DIE_AREA = 0 0 106 106
```
`./run.sh`:
```
#!/bin/bash
# OpenROAD 26Q1-2900-gdf79404cd8, Yosys 0.63+post, stock flow scripts
make -C /OpenROAD-flow-scripts/flow DESIGN_CONFIG=/design/flow/config.mk WORK_HOME=/design/flow/orfs finish
```
==> flow_metrics.env <==
# flow metrics
export IMPL_gp_congestion=0.8488
export IMPL_numSynthFlops=18
export IMPL_synth_top_cells_by_count="dfxtp_1 (18), nand2b_1 (9), mux2_2 (7)"
export IMPL_tool_warnings=30
export IMPL_diodes=0
export IMPL_via_count=724
export IMPL_portBuffers=27
export IMPL_hold_path_class="reg -> reg"
export IMPL_finalMaxSlewViolations=0
export IMPL_clock_skew_ns=0.005587
export IMPL_firstDrtPassIters=4
export IMPL_fmax_mhz=703.9
export IMPL_synth_distinct_cells=32
export IMPL_avgSynthCellArea_sq_um=9.442
export IMPL_final_util_pct=18.23
export IMPL_arrival_ns=1.55
export IMPL_grt_pass1_vias=719
export IMPL_die_x_um=106
export IMPL_dp_slack_ns=0.2368
export IMPL_cts_path_max_buffers=2
export IMPL_topCellsByArea="dfxtp_1 (39%), mux2_2 (8.6%), ha_1 (8.2%), nand2b_1 (6.1%), buf_4 (4.1%)"
export IMPL_ys_area_sq_um=915.9
export IMPL_synth_edff_count=0
export IMPL_dp_cells=216
export IMPL_post_cts_resize_count=0
export IMPL_seq_area_sq_um=360.3
export IMPL_placed_cell_area_sq_mm=0.001260
export IMPL_syn_to_final_growth_pct=43.58
export IMPL_mi_logic_area_sq_um=471.7
export IMPL_detailed_place_hpwl_mm=1.767
export IMPL_htree_num_levels=1
export IMPL_cp_max_fo=8
export IMPL_p_leak_nw=0.4987
export IMPL_drive_gt1_share_pct=14.05
export IMPL_flop_cell="dfxtp_1"
export IMPL_ir_drop_mv=0.3367
export IMPL_fill_cells=816
export IMPL_dieArea_sq_mm=0.01124
export IMPL_yosysWarnings=1
export IMPL_netlist_instances=97
export IMPL_yosysTopAreaCell="dfxtp_1"
export IMPL_grt_use_total_pct=3.952
export IMPL_fp_dieH_um=106
export IMPL_maxCapViolCount=0
export IMPL_fp_util_pct=12.70
export IMPL_routed_wl_mm=2.255
export IMPL_outcome="finished clean"
export IMPL_required_ns=1.83
export IMPL_setup_ws_ns=0.2793
export IMPL_power_density_cell_area_mw_per_mm2=788.2
export IMPL_ant_nets=0
export IMPL_post_drt_via_cell_ratio=3.291
export IMPL_drc=0
export IMPL_drt_iter0_drc=42
export IMPL_overflow=0
export IMPL_cts_buffers=3
export IMPL_crit_type="reg -> reg"
export IMPL_synth_area_sq_um=915.9
export IMPL_min_period_ns=1.421
export IMPL_tightest_slew_ns=0.5101
export IMPL_post_cts_repair_setup_buffers=0
export IMPL_power_mw=1.037
export IMPL_crit_path_start_kind="flip-flop"
export IMPL_hold_ws_ns=0.6655
export IMPL_coreArea_sq_mm=0.007214
export IMPL_cts_hold_buf=0
export IMPL_ys_async_sr_fraction_pct=0
export IMPL_antenna_found_initial=0
export IMPL_tritoncts="done"
export IMPL_rows=31
export IMPL_synth_top_area_share_pct=39.34
export IMPL_yosysSeqAreaShare_pct=39.34
export IMPL_final_cell_area_sq_mm=0.001315
export IMPL_grt_setup_unrepaired="no"
export IMPL_clk_latency_ns=0.25
export IMPL_setup_viol=0
export IMPL_io_pin_count=30
export IMPL_path_clk_slew_ns=0.07
export IMPL_cts_sinks=18
export IMPL_final_cells=220
export IMPL_ys_cells=97
export IMPL_relSlewSlack_pct=65.94
export IMPL_wire_per_inst_um=10.25
export IMPL_finalCritPeriodShare_pct=83.57
export IMPL_cts_root_buf="clkbuf_8"
export IMPL_top_cell="dfxtp_1"
export IMPL_grt_pass1_wl_mm=3.670
export IMPL_final_setup_tns_ns=0
export IMPL_endpoint_kind="flip-flop"
export IMPL_hold_violations=0
export IMPL_grt_max_degree=17
-- registers in the layout, indices dropped and copies added, names as in the netlist --
name    cells
B1          1
C2          1
B2          1
numero      6
E2          1
E1          1
A2          1
F1          1
G1          1
D2          1
F2          1
G2          1
C1          1
-- worst max-delay path, cell delays in order (launching register included) --
cell       delay [ns]
dfxtp_1          0.46
ha_1             0.27
nand2b_1         0.10
a2111oi_1        0.40
a31oi_1          0.07
-- metal layers --
metal / track usage [%] / vias up / share of wire, %
met1: 5.469 / 318 / 47
met3: 2.263 / 2 / 12
met2: 5.389 / 29 / 41
met5: 0 / - / 0
li1: - / 375 / -
met4: 0.3868 / 0 / 1.0
-- logic make-up (layout without fill, tap and decap cells) --
family	count (synthesis)	in the layout	synth area share [%]
multiplexers	7	7	8.607
AND-OR/OR-AND	22	22	16.80
AND/OR/NAND/NOR	26	26	16.67
buffers and inverters	16	39	9.563
other	2	3	0.8200
flip-flops	18	18	39.34
adder cells (fa/ha/maj)	6	6	8.197
-- worst paths after layout --
| check | from | endpoint | slack [ns] | depth (start not counted) |
|---|---|---|---|---|
| setup / recovery | numero[1] | D2 | 0.28 | 4 |
| hold / removal | numero[0] | E2 | 0.67 | 3 |
| setup reg to reg | numero[1] | D2 | 0.28 | 4 |
| hold reg to reg | numero[0] | E2 | 0.67 | 3 |
-- layout make-up --
| cell class | count | share of cell area (%) |
|---|---|---|
| Clock buffer | 4 | 4.186 |
| Inverter | 7 | 1.998 |
| Multi-Input combinational cell | 64 | 35.87 |
| Sequential cell | 18 | 27.40 |
| Tap cell | 99 | 9.420 |
| Timing Repair Buffer | 28 | 21.12 |
-- where the power goes --
group	switching [mW]	internal (mW)	leakage (nW)
logic	0.0693	0.127	0.320
clock network	0.141	0.206	0.0288
registers	0.0385	0.455	0.150
-- cell usage in the layout (no fill, tap or decap) --
master           Yosys  layout
a31oi_1              1       1
a211oi_1             2       2
and2b_4              1       1
nand3_1              3       3
o21ai_1              5       5
a2111oi_1            1       1
clkdlybuf4s50_1      0      27
nand2b_1             9       9
inv_1                5       5
o21ai_0              2       2
dfxtp_1             18      18
and3_1               1       1
nand4_1              1       1
a211oi_2             2       2
nor3_1               3       3
inv_2                2       2
a21oi_1              4       4
a21o_1               2       2
o32ai_1              1       1
a32oi_1              1       1
nor2_1               2       2
mux2_2               7       7
nor2b_1              1       1
conb_1               2       3
and2b_1              1       1
clkbuf_8             0       4
nand3b_1             2       2
buf_4                5       1
ha_1                 6       6
nand2_1              2       2
a32o_1               1       1
Power is estimated from default activity; no workload was simulated.
